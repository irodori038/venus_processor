==> design.v <==
module multiplier (
  input [31:0] opr0,
  input [31:0] opr1,
  output [31:0] result
);
  wire [63:0] tmp;
  assign tmp = opr0 * opr1;
  assign result = tmp[31:0];
endmodule
==> run.sh <==
#!/bin/bash
# OpenROAD 26Q1-2900-gdf79404cd8, Yosys 0.63+post, stock flow scripts
make -C /OpenROAD-flow-scripts/flow DESIGN_CONFIG=/design/flow/config.mk WORK_HOME=/design/flow/orfs finish
==> config.mk <==
export PLATFORM = sky130hd
export DESIGN_NAME = multiplier
export DESIGN_NICKNAME = multiplier
export VERILOG_FILES = /design/flow/design.v
export SDC_FILE = /design/flow/constraint.sdc
export NUM_CORES = 4
export LEC_CHECK = 1
export CORE_UTILIZATION = 40
==> constraint.sdc <==
current_design multiplier

set clk_period 23.0
set clk_io_pct 0.2

create_clock -name clk0 -period $clk_period

set non_clock_inputs [all_inputs -no_clocks]
set_input_delay [expr $clk_period * $clk_io_pct] -clock clk0 $non_clock_inputs
set_output_delay [expr $clk_period * $clk_io_pct] -clock clk0 [all_outputs]
==> GITHUB_STEP_SUMMARY <==
## Synthesis and layout report

| Metric | Value |
|---|---|
| Postcts setup bufs | `0` |
| WP data arrival | `12220 ps` |
| Cell Type Count | `56` |
| Min-delay worst type | `input pin to primary output` |
| Period utilization | `0.731` |
| Worst setup path start | `opr0[14]` |
| Antenna viol nets, final | `0` |
| RSZ-0062 raised after global routing | `no` |
| Post-Synthesis Cells | `approximately 1.7k` |
| Initial antenna violation count | `0` |
| Setup TNS | `0 ps` |
| Status | `complete, no violations` |
| Yosys top cell area share | `0.513` |
| Crit path time final | `16820 ps` |
| Startpoint types | `input pin` |
| CP Max Fanout | `18` |
| # diodes | `0` |
| Yosys simple share | `0.201` |
| GRT Total Usage | `0.226` |
| Worst setup EP type | `primary output` |
| Relative max-transition margin | `0.488` |
| Slew @ Worst Pin | `765 ps` |
| Flop area | `0 sq um` |
| Via count | `11.3k` |
| Vias per inst | `4.91` |
| Warnings, synthesis | `0` |
| Slowest-stage cell, CP | `clkdlybuf4s50_1` |
| DRT Wirelength | `40.6 mm` |
| WP data required | `18400 ps` |
| Yosys stat area | `15900 sq um` |
| Area Growth Syn to Fin | `9.77%` |
| Area of the mapped netlist | `approximately 16000 sq um` |
| WS Path Type | `input pin to primary output` |
| DP Wirelength | `33.3 mm` |
| Top cells by area, synth | `fa_1 51%, and2_1 14%, ha_1 9.7%` |
| CP Cell Sequence | `clkdlybuf4s50_1 -> and2_1 -> fa_1 -> inv_1 -> fa_1 -> fa_1 -> fa_1 -> inv_1 -> fa_1 -> inv_1 -> fa_1 -> inv_1 -> fa_1 -> fa_1 -> ha_1 -> nand4_2 -> a2111oi_2 -> o2111ai_1 -> a31oi_2 -> o221ai_2 -> mux2i_1 -> o211ai_1 -> clkdlybuf4s50_1` |
| Die H | `201 um` |
| DRC | `0` |
| Fa+ha+maj area frac | `0.610` |
| Yosys aoi share | `0.0401` |
| Vias in the first global route | `12.2k` |
| Routed len/inst | `between 15 and 20 um` |
| Pins over their slew limit | `0` |
| DR pass1 iterations | `4` |
| Synth logic family | `adder cells` |
| First-pass GRT wire length | `67.1 mm` |
| Registers | `0` |
| Cell mode on critical path | `fa_1` |
| Setup violation total in the final timing report | `0` |
| Max Freq | `59.4 MHz` |
| Total gr overflow | `0` |
| Fin. Hold Viols | `0` |
| Maxcap violations | `0` |
| Post-cts resize count | `0` |
| # port buffers | `96` |
| Core Area | `38900 sq um` |
| Count of tool warnings | `32` |
| Die W | `roughly 200 um` |
| Delay of the slowest critical-path stage | `750 ps` |
| Row count | `72` |
| Xor/xnor share | `0.0443` |
| Register share after synthesis | `0` |
| Layout cell share with drive strength beyond 1 | `0.0254` |
| Clk_buf instances | `0` |
| Worst Hold Launch | `opr0[0]` |
| Num ports | `~96` |
| Cells in synth_stat.txt | `1726` |
| Post-CTS Hold Buffers | `0` |
| Cell type with the largest total area | `fa_1` |
| Chip area | `40600 sq um` |
| Iter 0 DRT Violations | `between 300 and 400` |
| Largest net degree at the start of global routing | `33` |
| Mux frac, synth | `0.000629` |
| Avg Inst Size Synth | `just over 9 sq um` |
| Pre-Place Util | `0.409` |
| RD Place Congestion | `0.931` |
-- cells in the mapped netlist (8+ instances only) --
| master | instances |
|---|---|
| fa_1 | 408 |
| and2_1 | 368 |
| inv_1 | 361 |
| nand2_1 | 170 |
| ha_1 | 123 |
| clkbuf_1 | 81 |
| xnor2_1 | 61 |
| a21oi_1 | 21 |
| nor2_1 | 18 |
| xor2_1 | 15 |
| a21o_1 | 11 |
| nand3_1 | 10 |
| o21ai_0 | 8 |
-- critical path, delay by kind of cell --
family,cells,cell delay (ps)
compound gates,5,1280
buf+inv,6,1420
fa+ha+maj,9,4250
mux,1,140
simple gates,2,520
-- cell families after synthesis --
group | count (synthesis)
AND/OR/NAND/NOR | 585
adder cells (fa/ha/maj) | 531
buffers and inverters | 443
AND-OR/OR-AND | 88
XOR/XNOR | 78
multiplexers | 1
-- layout by cell type, fill, tap and decap left out, types with 18 or more instances in the layout --
cell	n
clkdlybuf4s50_1	96
ha_1	123
nand2_1	170
xnor2_1	61
a21oi_1	21
fa_1	408
buf_4	34
inv_1	361
nor2_1	18
and2_1	368
-- per-stage QoR --
stage,utilization,hold WS (ps),cells,cell area (sq um),setup slack [ps]
final,0.449,10440,2292,17500,6180
after global routing,0.449,10500,2292,17500,5740
after floorplan,-,9280,1726,15900,7680
after detailed placement,0.449,10440,2292,17500,6180
after CTS,0.449,10440,2292,17500,6150
after global placement,0.449,10430,2292,17500,6220
-- final timing paths --
path / to / cells past startpoint / slack [ps]
setup / recovery: result[29] / 23 / 6180
hold / removal: result[0] / 4 / 10440
-- final cells by class --
class	count	area, sq um
timing repair buffer	130	1220
tap	518	648
fill	3790	21400
multi-input combinational	1283	14300
inverter	361	1360
-- layer usage --
layer | GRT usage | part of all wire | vias to the layer above
li1 | - | - | 5142
met1 | 0.343 | 0.44 | 5753
met2 | 0.337 | 0.46 | 346
met3 | 0.0860 | 0.093 | 24
met4 | 0.0219 | 0.011 | 0
met5 | 0 | 0 | -
